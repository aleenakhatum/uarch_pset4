==> /design/flow/design.v <==
`timescale 1ns / 1ps
module decode_stage(
    input wire [31:0] pc,
    input wire [39:0] instr,
    output wire [31:0] imm,
    output wire [2:0] src1_idx,  
    output wire [2:0] src2_idx,  
    output wire [6:0] ctrl,
    output wire [7:0] length
);
    reg [31:0] imm_reg;
    reg [2:0] src1_idx_reg;
    reg [2:0] src2_idx_reg;
    reg src2mux_reg;  
    reg op_reg;  
    reg read1_reg;  
    reg read2_reg;  
    reg we_reg;  
    reg is_jmp_reg; 
    reg is_halt_reg;
    reg [2:0] length_reg;
    assign imm = imm_reg;
    assign src1_idx = src1_idx_reg;
    assign src2_idx = src2_idx_reg;
    assign ctrl = {src2mux_reg, op_reg, read1_reg, read2_reg, we_reg, is_jmp_reg, is_halt_reg};
    assign length = length_reg;
    wire [7:0] opcode = instr[7:0];
    wire [7:0] modrm = instr[15:8];
    always @(*) begin
        imm_reg       = 32'b0;
        src1_idx_reg  = 3'b0;
        src2_idx_reg  = 3'b0;
        src2mux_reg       = 1'b0;  
        op_reg            = 1'b0;  
        read1_reg         = 1'b0;
        read2_reg         = 1'b0;
        we_reg            = 1'b0;
        is_jmp_reg = 1'b0;
        is_halt_reg = 1'b0;
        length_reg = 3'b001;
        case(opcode)
            8'h01: begin  
                src1_idx_reg = modrm[2:0];  
                src2_idx_reg = modrm[5:3];  
                length_reg = 3'd2;  
                op_reg = 1'b1;  
                read1_reg = 1'b1;
                read2_reg = 1'b1;
                we_reg = 1'b1;
            end
            8'h05: begin  
                imm_reg = {instr[39:32], instr[31:24], instr[23:16], instr[15:8]};  
                src1_idx_reg = 3'b000;  
                length_reg = 3'd5;
                op_reg = 1'b1;  
                read1_reg = 1'b1;
                we_reg = 1'b1;
                src2mux_reg = 1'b1;
            end
            8'h83: begin  
                src1_idx_reg = modrm[2:0];
                imm_reg = {{24{instr[23]}}, instr[23:16]};
                length_reg = 3'd3;
                op_reg = 1'b1;  
                read1_reg = 1'b1;
                we_reg = 1'b1;
                src2mux_reg = 1'b1;
            end
            8'hE9: begin  
                is_jmp_reg = 1'b1;
                imm_reg = {instr[39:32], instr[31:24], instr[23:16], instr[15:8]};
                length_reg = 3'd5;
            end
            8'hB8: begin  
                imm_reg = {instr[39:32], instr[31:24], instr[23:16], instr[15:8]};
                length_reg = 3'd5;
                src1_idx_reg = opcode[2:0] & 3'b111;
                we_reg = 1'b1;
                src2mux_reg = 1'b1;
            end
            8'hB9: begin  
                imm_reg = {instr[39:32], instr[31:24], instr[23:16], instr[15:8]};
                length_reg = 3'd5;
                src1_idx_reg = opcode[2:0] & 3'b111;
                we_reg = 1'b1;
                src2mux_reg = 1'b1;
            end
            8'hF4: begin  
                is_halt_reg = 1'b1;
                length_reg = 3'd1;
            end
        endcase
    end
endmodule
==> /design/flow/run.sh <==
#!/bin/bash
# OpenROAD 26Q1-2900-gdf79404cd8, Yosys 0.63+post, stock flow scripts
make -C /OpenROAD-flow-scripts/flow DESIGN_CONFIG=/design/flow/config.mk WORK_HOME=/design/flow/orfs finish
==> /design/flow/config.mk <==
export PLATFORM = sky130hd
export DESIGN_NAME = decode_stage
export DESIGN_NICKNAME = decode_stage
export VERILOG_FILES = /design/flow/design.v
export SDC_FILE = /design/flow/constraint.sdc
export NUM_CORES = 4
export LEC_CHECK = 1
export CORE_AREA = 10 10 70 70
export DIE_AREA = 0 0 80 80
==> /design/flow/constraint.sdc <==
current_design decode_stage

set clk_period 3.7
set clk_io_pct 0.2

create_clock -name clk0 -period $clk_period

set non_clock_inputs [all_inputs -no_clocks]
set_input_delay [expr $clk_period * $clk_io_pct] -clock clk0 $non_clock_inputs
set_output_delay [expr $clk_period * $clk_io_pct] -clock clk0 [all_outputs]
==> run summary <==
Summary of implementation figures.

Run status
The run finished with clean final reports.

Synthesis
The yosys stat cell total is 107. The cell count after synthesis is 107. The synthesized area per cell is 6.05 µm².

The post-synthesis cell type with the largest instance count is inv_1. The area recorded from the Yosys report for this design is 647 µm². The post-synthesis sequential area ratio is 0%. The synthesized netlist devotes 1.35% of its cell area to XOR and XNOR gates. The cell type contributing the most total cell area after synthesis is o21ai_0.

The cell-mix breakdown from Yosys lists the compound-gate area share as 36.4%. The multiplexer share of the synthesized area is 0%. In this run, the synthesized area fraction spent on and/or/nand/nor cells is recorded as 28.8%.

The prevailing logic family in the synthesized netlist is AND-OR/OR-AND gates. The count of cell types in the netlist is 30. The warning tally printed by Yosys for this design is 1.

Ranked by instance count, the synthesized netlist is headed by inv_1, o21ai_0, buf_4, a22o_1, and2_1. Sorting the synthesized cells by area gives the leading types as o21ai_0, inv_1, buf_4. The adder and majority cell fraction of the synthesized area is 0%. The area fraction of the dominant cell type after synthesis is 19.3%. The synthesized cell area is 647 µm².

Layout
The layout summary lists the proportion of cells stronger than drive strength 1 as 14.1%. Between the synthesized netlist and the finished layout, the area growth was recorded as 156%. The share of the core filled with cells in the final layout is 48.4%. The final layout report lists a clock buffer count of 0.

The register cell area after layout is 0 µm². The layout filler cell count is 336. The sequential cell count is 0.

Global routing
The number of global-route vias before repair is 1072. The global-route wire length before repair is 4950 µm. The initial antenna violation count is 0. After global routing the overflow that remains totals 0. Entering global routing, the biggest net connects 25 pins.

Global routing consumed, over all layers together, 9.17% of the routing resources.

Worst setup path
The required time of the critical path is 2.96 ns. The type of element capturing the critical path is an output port. The critical path contains buffers and inverters numbering 4 combined. The arrival time reported for the critical path endpoint is 2.79 ns.

The timing report attributes the biggest portion of critical-path delay to buffers and inverters. Traced cell by cell, the critical path runs through dlygate4sd2_1 -> or4b_4 -> buf_6 -> nor4_4 -> buf_4 -> nand2_2 -> o21ai_0 -> clkdlybuf4s50_1. The highest net fanout along the worst path is 12. The slowest cell on the critical path is or4b_4. The critical setup path kind is input port to output port.

The critical path startpoint category is an input port. The timing report gives the biggest stage delay along the critical path as 0.55 ns.

Detailed routing
The count of TritonRoute iterations in the first routing pass is 4. The uppermost layer routed is met3. The detailed router reported a total wirelength of 3390 µm. The number of DRC violations after detailed-routing iteration 0 is 34.

The detailed route wirelength on metal3 is 471 µm. The average wire length per cell after detail routing is 13.9 µm. The total met2 wirelength after detailed routing is 1470 µm.

The via count is 1035. The via count normalized by instance count is 4.24. In the final routing, the length of wire on met1 measures 1440 µm.

The number of antenna repair diodes is 0. The count of nets left with antenna violations once routing finished came out at 0. The count of unresolved DRC violations after routing is 0.

Final timing
The max-slew violation total from the final report is 0. Setup total negative slack on the finished layout was measured at 0 ns. Static timing analysis puts the maximum clock frequency at 0.283 GHz. The final timing report lists a hold violation count of 0. After layout, the worst path uses 95.5% of the clock period. Setup repair after global routing left no endpoint under its margin.

The final setup violation count is 0. The final timing report gives a worst setup slack of 0.167 ns. After layout, the minimum clock period comes to 3.53 ns.

Job
The number of warnings in the stage logs is 65. The tally of max-capacitance violations is 0.

Power and ir drop
For this design the total switching power over the nets is 0.0000264 W. The largest vdd supply drop is 22.8 µV. The cell-internal power is 0.0000557 W.

The share of total power dissipated in sequential elements is 0%. The power density over the cells is 49.6 nW/µm². Per report_power, the combinational group accounts for 100.0% of the total. The leakage power is 0.841 nW. Summing internal, switching and leakage power gives 0.0000821 W. The clock share of power is 0%. Per the breakdown, switching nets consume 32.1% of all power.

Place
OpenSTA, run right after detailed placement, puts the worst setup slack at -0.0971 ns. Per the gpl log, the routability congestion estimate is 0.802. Detailed placement finished with a half-perimeter wire length of 2810 µm. The number of input and output port buffers inserted is 88.

Die
According to the floorplan report, the placeable core area is 3420 µm². The number of standard-cell rows in the floorplan is 21. The horizontal die dimension is 80 µm.

According to the floorplan report, the die height is 80 µm. The initial core utilization is 18.9%. 125 I/O pins were placed. The overall die area is 6400 µm².

Worst hold path
The class of the tightest hold or removal check is input port to output port.
## layout by cell type (no fill, tap or decap), types with 2 or more instances in the layout
cell / count
buf_6: 2
inv_1: 27
nand2_1: 2
and2_1: 5
o21ai_2: 3
dlymetal6s2s_1: 7
nand2_2: 2
a31oi_1: 2
buf_4: 11
dlygate4sd2_1: 3
o21ai_1: 2
o21ai_0: 20
a22o_1: 8
conb_1: 5
clkdlybuf4s50_1: 78
## cells by family (layout without fill, tap and decap cells)
logic type	count (synthesis)	after routing
other	1	5
and+or+nand+nor	23	25
xor gates and xnor gates	1	1
AOI/OAI and AO/OA	38	38
buffers and inverters	44	129
## tightest hold or removal path, cell delays in order
cell             delay, ns
clkdlybuf4s50_1       0.39
inv_1                 0.04
o21ai_0               0.07
dlymetal6s2s_1        0.14
## through the flow
| step | instances | hold WS [ns] | area [µm²] |
|---|---|---|---|
| after CTS | 241 | 2.27 | 1590 |
| after global routing | 244 | 2.19 | 1650 |
| final | 244 | 2.12 | 1650 |
| after global placement | 241 | 2.41 | 1580 |
| after floorplan | 111 | 1.53 | 662 |
| after detailed placement | 241 | 2.40 | 1580 |
## worst paths after layout
check | slack, ns | start | depth (start not counted) | to
min | 2.12 | instr[29] | 4 | imm[21]
max | 0.17 | instr[6] | 8 | imm[8]
## per-layer routing
metal | global-route usage (%) | up-vias
li1 | - | 529
met1 | 11.4 | 454
met2 | 14.6 | 52
met3 | 4.89 | 0
met4 | 0 | 0
met5 | 0 | -
## power by group through the flow
stage	Sequential (W)	Combinational (W)	Clock (W)
after CTS	0	0.0000818	0
after global routing	0	0.0000903	0
final	0	0.0000821	0
## layout make-up
| cell class | count | area, µm² | area share [%] |
|---|---|---|---|
| multi-input combinational | 69 | 492 | 29.7 |
| inverter | 28 | 105 | 6.35 |
| timing repair buffer | 101 | 1000 | 60.4 |
| tap | 46 | 57.6 | 3.48 |
## repair_timing
item                                    CTS  global route
gates resized                             7            18
endpoints found under the setup margin   29            36
pin swaps                                 4             1
hold buffers                              0             0
buffers inserted                          0             1
gates cloned                              0             2
Power is estimated from default activity; no workload was simulated.
